$ cat /design/flow/design.v
`timescale 1ns / 1ps
module cache_controller (
    input  wire         clk,
    input  wire         rst,
    input  wire         cpu_read,
    input  wire         cpu_write,
    input  wire [31:0]  cpu_address,
    input  wire         mem_ready,
    input  wire         dirty_bit,
    input  wire         valid_bit,
    input  wire [31:0]  mem_data_in,
    input  wire [31:0]  cache_data_in,
    output reg  [31:0]  mem_address,
    output reg          mem_read,
    output reg          mem_write,
    output reg          cache_read_en,
    output reg  [7:0]   cpu_data_out,
    output reg          ready,
    input  wire         hit,
    output reg  [7:0]   index,
    output reg  [1:0]   offset,
    output reg  [21:0]  tag
);
    reg [1:0] current_state, next_state;
    localparam IDLE       = 2'b00,
               COMPARE    = 2'b01,
               WRITE_BACK = 2'b10,
               ALLOCATE   = 2'b11;
    always @(*) begin
        tag    = cpu_address[31:10];
        index  = cpu_address[9:2];
        offset = cpu_address[1:0];
    end
    always @(posedge clk or posedge rst) begin
        if (rst) current_state <= IDLE;
        else     current_state <= next_state;
    end
    always @(*) begin
        mem_read      = 0;
        mem_write     = 0;
        cache_read_en = 0;
        mem_address   = 0;
        ready         = 0;
        cpu_data_out  = 8'h00;
        next_state    = current_state;
        case (current_state)
        IDLE: begin
            if (cpu_read || cpu_write)
                next_state = COMPARE;
        end
        COMPARE: begin
            cache_read_en = 1;
            if (hit) begin
                cpu_data_out = cache_data_in[offset*8 +: 8];
                ready        = 1;
                next_state   = IDLE;
            end else if (valid_bit && dirty_bit)
                next_state = WRITE_BACK;
            else
                next_state = ALLOCATE;
        end
        WRITE_BACK: begin
            mem_write   = 1;
            mem_address = {tag, index, 2'b00};
            if (mem_ready)
                next_state = ALLOCATE;
        end
        ALLOCATE: begin
            mem_read    = 1;
            mem_address = {tag, index, 2'b00};
            if (mem_ready) begin
                cpu_data_out = mem_data_in[offset*8 +: 8];
                ready        = 1;
                next_state   = IDLE;
            end
        end
        default: next_state = IDLE;
        endcase
    end
endmodule
$ cat /design/flow/run.sh
#!/bin/bash
# OpenROAD 26Q1-2900-gdf79404cd8, Yosys 0.63+post, stock flow scripts
make -C /OpenROAD-flow-scripts/flow DESIGN_CONFIG=/design/flow/config.mk WORK_HOME=/design/flow/orfs finish
$ cat /design/flow/config.mk
export PLATFORM = sky130hd
export DESIGN_NAME = cache_controller
export DESIGN_NICKNAME = cache_controller
export VERILOG_FILES = /design/flow/design.v
export SDC_FILE = /design/flow/constraint.sdc
export NUM_CORES = 4
export LEC_CHECK = 1
export CORE_AREA = 10 10 81 81
export DIE_AREA = 0 0 91 91
$ cat /design/flow/constraint.sdc
current_design cache_controller

set clk_period 3.6
set clk_io_pct 0.2

create_clock -name clk0 -period $clk_period [get_ports {clk}]

set non_clock_inputs [all_inputs -no_clocks]
set_input_delay [expr $clk_period * $clk_io_pct] -clock clk0 $non_clock_inputs
set_output_delay [expr $clk_period * $clk_io_pct] -clock clk0 [all_outputs]
==> flow_metrics.env <==
# physical design summary
export IMPL_final_period_minus_worst_setup_slack_ps=3380
export IMPL_ios=180
export IMPL_post_synth_cell_area_avg_um2=9.851
export IMPL_postCtsSetupRepairBufs=0
export IMPL_crit_required_ps=2880
export IMPL_ys_flops=4
export IMPL_rr_worst_depth=2
export IMPL_met3_length_um=1383
export IMPL_number_of_warnings_the_tools_reported=25
export IMPL_worst_hold_slack_ps=547.1
export IMPL_tritoncts_num_buffers=3
export IMPL_area_growth_pct=141.0
export IMPL_die_w_um=91
export IMPL_synth_async_sr_flop_share_pct=100.0
export IMPL_mappedNetlistArea_mm2=0.001162
export IMPL_std_cell_rows=25
export IMPL_critical_path_reg2reg_endpoint="current_state[0]"
export IMPL_post_synth_inst_count=118
export IMPL_detail_route_first_pass_iterations=3
export IMPL_synth_lib_cells_used_distinct=24
export IMPL_placed_cells=325
export IMPL_post_drt_wl_per_cell_um=19.41
export IMPL_regMostFlops="current_state"
export IMPL_rsz0062_at_grt="false"
export IMPL_floorplanUtilization_pct=24.13
export IMPL_min_path_cells=1
export IMPL_preCtsSetupSlack_ps=196.1
export IMPL_clock_tree_root_cell="clkbuf_8"
export IMPL_max_cap_violations=0
export IMPL_timing_setup_tns_ps=0
export IMPL_final_hold_violation_count=0
export IMPL_n_antenna_cell=0
export IMPL_tritoncts="done"
export IMPL_die_area_mm2=0.008281
export IMPL_post_cts_resized_instances=0
export IMPL_postLayoutCellArea_mm2=0.002801
export IMPL_total_power_uw=601.2
export IMPL_placement_cell_area_mm2=0.002756
export IMPL_endpoints_failing_setup=0
export IMPL_post_route_util_pct=58.16
export IMPL_yosys_top_cells_count="buf_4 (34), nor2b_1 (31), mux4_2 (10), a22o_1 (8), mux4_1 (6)"
export IMPL_largest_registers="current_state x4"
export IMPL_maximum_fanout_count_along_the_critical_path=17
export IMPL_post_route_cells_drive_above_1_share_pct=8.015
export IMPL_ant_nets_after_route=0
export IMPL_numPortBuffers=177
export IMPL_hp_start="current_state[0]"
export IMPL_most_frequent_cell_after_synthesis="buf_4"
export IMPL_first_pass_grt_wire_length_um=9687
export IMPL_r2r_start="current_state[3]"
export IMPL_final_min_period_over_clock_period_pct=93.88
export IMPL_routed_wl_met2_um=2930
export IMPL_vias_in_the_first_global_route=1649
export IMPL_pin_count_of_the_biggest_net_entering_global_routing=31
export IMPL_largest_reg_flops=4
export IMPL_cts_num_sinks=4
export IMPL_dp_hpwl_um=5926
export IMPL_grt_overflow=0
export IMPL_clockBufferDepth=2
export IMPL_routability_congestion_estimate=0.8133
export IMPL_number_of_antenna_violations_at_the_first_check_in_global_routing=0
export IMPL_synth_top_cells_by_area="buf_4 (22%), mux4_2 (19%), nor2b_1 (17%)"
export IMPL_post_synth_area_from_yosys_stat_mm2=0.001162
export IMPL_die_y_um=91
export IMPL_drt_wl_total_um=6385
export IMPL_ys_cells=118
export IMPL_crit_path_start_kind="primary input"
export IMPL_cts_hold_repair_buffers=0
export IMPL_end_kind="output pin"
export IMPL_core_mm2=0.004817
export IMPL_netlist_top_cell_by_area="buf_4"
export IMPL_fin_cells=329
export IMPL_worst_setup_path_type="primary input to output pin"
export IMPL_holdCritPathClass="register to register"
export IMPL_power_density_mw_per_mm2=214.6
export IMPL_vias_per_cell=4.328
export IMPL_m1WireLength_um=2043
export IMPL_dr_total_vias=1424
export IMPL_flop_cell="dfrtp_1"
export IMPL_fmaxAchievable_mhz=295.9
export IMPL_synthesis_yosys_warnings=1
export IMPL_top_cell_area_share_pct=21.96
export IMPL_result_of_the_run="finished clean"
export IMPL_ys_seq_share_pct=8.719
export IMPL_drcViolationCount=0
export IMPL_globalRouteTotalUtil_pct=14.84
export IMPL_number_of_flops_mapped_to_enable_cells_by_yosys=0
export IMPL_peakVddDrop_mv=0.1097
export IMPL_skew_pair_late_insertion_delay_ps=220
export IMPL_final_max_slew_violation_count=0
export IMPL_min_to="current_state[2]"
export IMPL_leakage_power_figure_nw=1.028
export IMPL_worst_clock_skew_ps=2.752
export IMPL_ff2ff_setup_slack_ps=2430
export IMPL_cp_arrival_ps=2660
export IMPL_drt_first_iter_violations=22
export IMPL_layout_setup_ws_ps=220.2
export IMPL_cts_htree_levels=1
export IMPL_dr_max_layer_used="met4"
export IMPL_cts_reportedPaths_clkPinSlew_ps=30
layout by cell type, fill, tap and decap left out, drive strengths merged, types with 2 or more instances in the layout:
cell / synthesis / routed
a22o: 8 / 8
and2: 2 / 2
buf: 37 / 4
clkbuf: 5 / 4
clkdlybuf4s50: 0 / 177
conb: 1 / 2
dfrtp: 3 / 3
inv: 2 / 2
mux4: 16 / 16
nor2: 2 / 2
nor2b: 31 / 31
nor3: 2 / 2
area by class of cell:
type	instances	area [um^2]
Clock buffer	4	45.04
Timing Repair Buffer	181	1814
Multi-Input combinational cell	71	749.5
Fill cell	436	2016
Tap cell	67	83.83
Sequential cell	4	101.3
Inverter	2	7.507
kinds of logic after synthesis:
family | Yosys count | share of synthesized area [%]
compound gates | 11 | 7.858
flops | 4 | 8.719
simple gates | 41 | 21.96
other cells | 1 | 0.3226
mux | 17 | 33.80
buf+inv | 44 | 27.34
worst max-delay path, cell delays in order:
cell             delay (ps)
clkdlybuf4s50_1         500
buf_12                  180
mux4_1                  580
a22o_1                  250
clkdlybuf4s50_1         420
where the power goes:
part	total [mW]	switching [mW]	internal (mW)
combinational	0.435	0.110	0.325
clock	0.0993	0.0237	0.0757
sequential	0.0669	0.0121	0.0549
total	0.601	0.146	0.456
per-layer routing:
layer	GRT usage (%)	vias up
met5	0	-
met3	13.36	2
met4	1.044	0
met1	13.97	608
met2	24.70	129
li1	-	685
worst max-delay path by stage:
stage | from | end | slack [ps] | cells after the start
CTS | cpu_address[0] | cpu_data_out[1] | 190 | 5
global route | cpu_address[0] | cpu_data_out[3] | 150 | 5
finish | cpu_address[0] | cpu_data_out[1] | 220 | 5
Power and IR drop assume default switching activity.
